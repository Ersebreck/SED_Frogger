File: /design/flow/run.sh
#!/bin/bash
# OpenROAD 26Q1-2900-gdf79404cd8, Yosys 0.63+post, stock flow scripts
make -C /OpenROAD-flow-scripts/flow DESIGN_CONFIG=/design/flow/config.mk WORK_HOME=/design/flow/orfs finish
File: /design/flow/config.mk
export PLATFORM = sky130hd
export DESIGN_NAME = CC_ANIDECOMPARATOR
export DESIGN_NICKNAME = CC_ANIDECOMPARATOR
export VERILOG_FILES = /design/flow/design.v
export SDC_FILE = /design/flow/constraint.sdc
export NUM_CORES = 4
export LEC_CHECK = 1
export CORE_AREA = 10 10 70 70
export DIE_AREA = 0 0 80 80
File: /design/flow/constraint.sdc
current_design CC_ANIDECOMPARATOR

set clk_period 1.4
set clk_io_pct 0.2

create_clock -name clk0 -period $clk_period

set non_clock_inputs [all_inputs -no_clocks]
set_input_delay [expr $clk_period * $clk_io_pct] -clock clk0 $non_clock_inputs
set_output_delay [expr $clk_period * $clk_io_pct] -clock clk0 [all_outputs]
File: /design/flow/design.v
module CC_ANIDECOMPARATOR (
	CC_ANIDECOMPARATOR_WinF_OutLow,
	CC_ANIDECOMPARATOR_Lose_inLow,
	CC_ANIDECOMPARATOR_NN_Outlow,
	CC_BACKREG_7,
	CC_POINTREG_7
);
output	reg [7:0] CC_ANIDECOMPARATOR_WinF_OutLow;
input		CC_ANIDECOMPARATOR_Lose_inLow;
output	reg [7:0] CC_ANIDECOMPARATOR_NN_Outlow;
input 	[7:0] CC_BACKREG_7;
input 	[7:0] CC_POINTREG_7;
always @(*)
begin
	if (|CC_POINTREG_7 && CC_ANIDECOMPARATOR_Lose_inLow==1'b0)
		CC_ANIDECOMPARATOR_NN_Outlow = 1'b1;
	else
		CC_ANIDECOMPARATOR_NN_Outlow = 1'b0; 
	if (((CC_ANIDECOMPARATOR_NN_Outlow == 1'b1) && (|CC_POINTREG_7)))  
		CC_ANIDECOMPARATOR_WinF_OutLow = (CC_BACKREG_7 | CC_POINTREG_7); 
	end
endmodule
==> job_summary.md <==
## PnR job results

| Metric | Value |
|---|---|
| Die Y | 80 um |
| Logic cell area | 110 sq um |
| F_max | 760 MHz |
| Layer with the highest usage | met1 |
| Synth Cell Area | 244 sq um |
| Slew Viols, Final | 0 |
| Post-Layout Inst Area | 551 sq um |
| Pre-antenna DRT Iters | 1 |
| Synth cell count leaders | dlxtp_1, buf_4, or2_1, nor4_1 |
| GRT Total Usage | 2.67% |
| Crit-path max FO | 2 |
| Post-CTS setup buffer count | 0 |
| Netlist cell types | 7 |
| Vias in the first global route | 310 |
| GPL Wtd Cong | 0.795 |
| Drc violations | 0 |
| M2 GR Usage | 3.13% |
| LEAKAGE | 0.238 nW |
| Crit start category | input pin |
| Most common cell in the netlist | dlxtp_1 |
| Number of unconstrained endpoints | 16 |
| Synthesized instance count | 27 |
| Area delta synth->final | 126% |
| First-pass GRT wire length | 1380 um |
| Initial antenna violation count | 0 |
| Synth area leader | dlxtp_1 |
| Max VDD drop | 0.0000488 V |
| Overall Power | 0.0000928 W |
| Async set-or-reset flop fraction in the synthesized netlist | 0% |
| Minimum clock period | 1.31 ns |
| Yosys warns | 1 |
| Chip area | 6400 sq um |
| Crit path arrival time | 1.03 ns |
| Tool warnings | 32 |
| Buffers added on ports | 26 |
| Fp_density | 7.14% |
| Yosys synthesis chip area | 244 sq um |
| CP Class | input pin to output port |
| Max FFs per register | 8 |
| DPL Wire Length | 863 um |
| Hold Violations, Final | 0 |
| Grt ovf | 0 |
| Die X-Extent | 80 um |
| Antenna cells | 0 |
| Met1 Usage GRT | 3.61% |
| ANT nets after route | 0 |
| Area of all sequential standard cells | 120 sq um |
| Slowest Stage Delay on Critical Path | 0.24 ns |
| Share of cells above drive strength 1 | 14.8% |
| Post-DP Area | 547 sq um |
| Post-CTS Hold Fix Bufs | 0 |
| Post-Route WL | 937 um |
| Outcome | finished, final reports clean |
| Largest net degree at the start of global routing | 9 |
| Data required time of the critical path | 1.12 ns |
| WHS | 0.954 ns |
| Ys flop type | dlxtp_1 |
| Pwr Density | 169 nW/um^2 |
| Critical Path Sink Type | output port |
| Via count | 255 |
| IO Pins | 33 |
| Worst Hold Class | input pin to output port |
| Fin crit share | 93.9% |
| Slowest CP cell | nor4_2 |
| Final setup vio count | 0 |
| Register pins left without a clock | 8 |
| Crit-path cells | clkdlybuf4s15_1 > nor4_2 > buf_4 > a21oi_2 > buf_2 |
| GR Util met3 | 2.50% |
| Syn Area/Cell | 9.04 sq um |
| Max-area cell share | 49.2% |
| Filler cells | 392 |
| Top cells by area | dlxtp_1, buf_4, or2_1 |
| Vias per cell | 2.55 |
| Registers, synthesis | 8 |
| Rows | 21 |
| Core Footprint | 3420 sq um |
| Yosys cell count | 27 |
| Max Cap Viol | 0 |
| DRT iter0 DRCs | 0 |
| Count of library flops with an enable pin | 0 |
| Routed len/inst | 9.37 um |
==> stage by stage <==
step                      setup TNS [ns]  util, %  cells  setup slack, ns
after CTS                              0     16.0    100           0.0160
final                                  0     16.1    100           0.0850
after detailed placement          -0.525     16.0    100           -0.525
after global placement            -0.557     16.0    100           -0.557
after global routing             -0.0370     16.1    100          -0.0370
after floorplan                        0        -     33            0.440
==> power breakdown <==
part	total (W)	internal (W)	switching, W
Clock	0	0	0
Combinational	0.0000752	0.0000544	0.0000208
Sequential	0.0000176	0.0000162	0.00000133
==> logic make-up after synthesis <==
| kind of cell | synth area share, % |
|---|---|
| buffers and inverters | 21.5 |
| latches | 49.2 |
| and+or+nand+nor | 25.6 |
| other | 1.54 |
| AOI/OAI and AO/OA | 2.05 |
==> critical path, delay by kind of cell <==
family | cells | cell delay (ns)
AND-OR/OR-AND | 1 | 0.05
buffers and inverters | 3 | 0.46
AND/OR/NAND/NOR | 1 | 0.24
==> final timing paths <==
check	start	end	slack [ns]	depth (start not counted)
worst max-delay path	CC_POINTREG_7[2]	CC_ANIDECOMPARATOR_NN_Outlow[0]	0.09	5
worst min-delay path	CC_POINTREG_7[4]	CC_ANIDECOMPARATOR_NN_Outlow[0]	0.95	4
==> final cells by class <==
cell class	count	area share [%]
tap	46	10.5
timing repair buffer	28	47.7
sequential	8	21.8
multi-input combinational	18	20.0
==> layout by cell type, fill, tap and decap left out, drive strengths merged <==
cell / n
or2: 8
dlygate4sd2: 4
clkdlybuf4s50: 17
clkdlybuf4s15: 2
conb: 7
nor4: 2
buf: 3
a21oi: 1
dlymetal6s2s: 1
dlxtp: 8
clkbuf: 1
==> layer usage <==
| metal | wire length [um] | part of all wire (%) | vias to the layer above |
|---|---|---|---|
| met5 | 0 | 0 | - |
| met4 | 0 | 0 | 0 |
| met3 | 228 | 24 | 0 |
| met2 | 251 | 27 | 29 |
| met1 | 457 | 49 | 101 |
| li1 | - | - | 125 |
==> timing repair <==
item / CTS / global route
setup endpoints to repair: 1 / 1
endpoints found under the hold margin: 0 / 0
gates resized: 14 / 4
pin swaps: 3 / 3
Power is estimated from default activity; no workload was simulated.
