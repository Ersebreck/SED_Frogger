==> design/flow/design.v <==
module CC_PERDICOMPARATOR (
	CC_PERDICOMPARATOR_Lose_OutLow,
	CC_BACKREG_1,
	CC_BACKREG_3,
	CC_BACKREG_5,
	CC_BACKREG_7,
	CC_POINTREG_0,
	CC_POINTREG_1,
	CC_POINTREG_3,
	CC_POINTREG_5,
	CC_POINTREG_7,
	CC_PERDICOMPARATOR_NN_Inlow,
);
output	reg CC_PERDICOMPARATOR_Lose_OutLow;
input	  	CC_PERDICOMPARATOR_NN_Inlow;
input 	[7:0] CC_BACKREG_1;
input 	[7:0] CC_BACKREG_3;
input 	[7:0] CC_BACKREG_5;
input 	[7:0] CC_BACKREG_7;
input 	[7:0] CC_POINTREG_0;
input 	[7:0] CC_POINTREG_1;
input 	[7:0] CC_POINTREG_3;
input 	[7:0] CC_POINTREG_5;
input 	[7:0] CC_POINTREG_7;
always @(*)
begin
	if (|(CC_BACKREG_1 & CC_POINTREG_1 | CC_BACKREG_3 & CC_POINTREG_3 | CC_BACKREG_5 & CC_POINTREG_5 | CC_BACKREG_7 & CC_POINTREG_7) && CC_PERDICOMPARATOR_NN_Inlow == 1'b0)
		CC_PERDICOMPARATOR_Lose_OutLow = 1'b1;
	else
		CC_PERDICOMPARATOR_Lose_OutLow = 1'b0;
	end
endmodule
==> design/flow/run.sh <==
#!/bin/bash
# OpenROAD 26Q1-2900-gdf79404cd8, Yosys 0.63+post, stock flow scripts
make -C /OpenROAD-flow-scripts/flow DESIGN_CONFIG=/design/flow/config.mk WORK_HOME=/design/flow/orfs finish
==> design/flow/config.mk <==
export PLATFORM = sky130hd
export DESIGN_NAME = CC_PERDICOMPARATOR
export DESIGN_NICKNAME = CC_PERDICOMPARATOR
export VERILOG_FILES = /design/flow/design.v
export SDC_FILE = /design/flow/constraint.sdc
export NUM_CORES = 4
export LEC_CHECK = 1
export CORE_AREA = 10 10 70 70
export DIE_AREA = 0 0 80 80
==> design/flow/constraint.sdc <==
current_design CC_PERDICOMPARATOR

set clk_period 1.9
set clk_io_pct 0.2

create_clock -name clk0 -period $clk_period

set non_clock_inputs [all_inputs -no_clocks]
set_input_delay [expr $clk_period * $clk_io_pct] -clock clk0 $non_clock_inputs
set_output_delay [expr $clk_period * $clk_io_pct] -clock clk0 [all_outputs]
==> reports/qor.yml <==
finalHoldViolCount: 0
netSwitchingFraction_pct: 27.9
comb_power_share_pct: 100.0
fillers: 405
drv_cap: 0
area_delta_synth_final_pct: 420
wl_per_cell_um: 14.6
critPathCaptureType: "output port"
top_cell_area_share_pct: 68.2
internal-power_uw: 92.1
overflow: 0
io_buffers: 66
whs_ns: 1.23
seq_power_share_pct: 0
warnings: 40
drt_iter0_drc: 14
p_per_area_nw_per_um2: 149
period_minus_slack_ns: 1.85
worst_pin_slew_ns: 0.167
netlist_top_cells_count: "15 x a22oi_1, 4 x nand4_1, 1 x a22oi_2, 1 x inv_1, 1 x o41a_1"
synth_area_per_cell_sq_um: 7.51
vias: 481
hold_class: "input port to output port"
power_leakage_nw: 0.431
setup_violations: 0
worstPathCellList: "dlygate4sd2_1 -> a22oi_2 -> nand4_1 -> o41a_1 -> buf_2"
drc: 0
fp_util_pct: 4.84
die_h_um: 80
arrival_ns: 1.47
crit_start: "CC_BACKREG_7[3]"
flops: 0
antenna_found_initial: 1
pre_cts_ws_ns: -0.446
dieArea_sq_um: 6400
final_cells: 135
io_pins: 74
fmax_mhz: 542
ys_seq_share_pct: 0
grt_pass1_vias: 568
drv_slew: 0
layout-drive-gt1-share_pct: 11.4
clkPwrFrac_pct: 0
rows: 21
placed_cells: 134
clkbuf_count: 0
grtUsageTotal_pct: 5.36
wirelength_um: 1970
ys_cells: 22
crit_required_ns: 1.52
drtAntennaViolNets: 0
hold_start: "CC_POINTREG_5[4]"
core_sq_um: 3420
setup_ws_ns: 0.0544
timing.final.crit_share_pct: 97.1
crit_fanout: 1
grt_max_degree: 2
syn_area_sq_um: 165
area_leaders: "a22oi_1 68%, nand4_1 15%, a22oi_2 7.6%, o41a_1 6.8%, inv_1 2.3%"
cts_setup_buffers: 0
ys_warn_count: 1
relSlewSlack_pct: 88.9
vdd_drop_max_uv: 33.4
gp_congestion: 0.843
drt_first_pass_iters: 2
slowest_stage: "o41a_1"
cp-start-kind: "input port"
fp.dieW_um: 80
status: "finished, final reports clean"
setup.worst_path.class: "input port to output port"
grt_pass1_wl_um: 2790
cpPeakStageDelay_ns: 0.44
ys_types: 5
synth_top_cell_by_count: "a22oi_1"
rsz0062_at_grt: "false"
synth_chip_area_sq_um: 165
synth_cells: 22
top_area_cell: "a22oi_1"
switchingPower_uw: 35.7
ff_latch_area_sq_um: 0
routed_via_density: 3.56
[final timing paths]
path                                    endpoint  cells past startpoint
hold / removal    CC_PERDICOMPARATOR_Lose_OutLow                      5
setup / recovery  CC_PERDICOMPARATOR_Lose_OutLow                      5
[power groups by stage]
stage         sequential (mW)  combinational, mW    clock [mW]
finish                      0              0.128  0.0000000703
global route                0              0.139  0.0000000703
CTS                         0              0.129             0
[repair_timing]
item / 4_1_cts / 5_1_grt
pin swaps: 21 / 11
hold buffers: 0 / 0
setup endpoints to repair: 1 / 1
resized: 69 / 14
[critical path, delay by kind of cell]
family                 cells  cell delay (ns)
AOI/OAI and AO/OA          2             0.60
buffers and inverters      2             0.36
and+or+nand+nor            1             0.13
[layout make-up]
cell class                 instances  area (sq um)  share of cell area, %
tap                               46          57.6                   6.70
multi-input combinational         21           196                   22.9
inverter                           1          3.75                  0.437
timing repair buffer              66           599                   69.7
antenna                            1          2.50                  0.291
[metrics by stage]
step | setup TNS, ns | total power [mW] | instance area [sq um] | utilization [%]
3_3_place_gp | -0.461 | 0.162 | 883 | 25.9
3_5_place_dp | -0.446 | 0.164 | 883 | 25.9
5_1_grt | 0 | 0.139 | 860 | 25.2
2_1_floorplan | 0 | 0.0221 | 165 | -
4_1_cts | 0 | 0.129 | 836 | 24.5
6_report | 0 | 0.128 | 860 | 25.2
[cells in the final DEF (no fill, tap or decap), types with 4 or more instances in the layout]
| cell type | synthesis | layout |
|---|---|---|
| a22oi_2 | 1 | 8 |
| nand4_1 | 4 | 4 |
| clkdlybuf4s15_1 | 0 | 7 |
| a22oi_1 | 15 | 8 |
| dlygate4sd2_1 | 0 | 51 |
| dlymetal6s2s_1 | 0 | 5 |
[logic make-up (layout without fill, tap and decap cells)]
logic type	Yosys count	after routing	synth area share [%]
AOI/OAI and AO/OA	17	17	82.6
other	0	1	0
and+or+nand+nor	4	4	15.1
buffers and inverters	1	67	2.27
[metal layers]
| metal | wire (um) | global-route usage (%) | up-vias |
|---|---|---|---|
| met4 | 0 | 0 | 0 |
| met3 | 287 | 2.61 | 0 |
| li1 | - | - | 241 |
| met1 | 822 | 6.33 | 202 |
| met2 | 864 | 9.07 | 38 |
| met5 | 0 | 0 | - |
No activity file was given, so power comes from the tool's default toggle rates.
